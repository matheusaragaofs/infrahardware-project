==> flow/design.v <==
module Mult (
    input wire clk,                     
    input wire reset_total,            
    input wire reset_local,            
    input wire [31:0] operand_A_in,    
    input wire [31:0] operand_B_in,    
    output reg [31:0] product_Hi_out,  
    output reg [31:0] product_Lo_out   
);
    reg [31:0] reg_M;                 
    reg [31:0] reg_A;                 
    reg [31:0] reg_Q;                 
    reg bit_Q0;                       
    reg [5:0] iteration_count;        
    reg [31:0] M_complement_two;      
    always @ (posedge clk) begin
        if (reset_total == 1'b1 || reset_local == 1'b1) begin
            reg_M = operand_A_in;                
            reg_Q = operand_B_in;                
            reg_A = 32'b0;                       
            bit_Q0 = 1'b0;                       
            iteration_count = 6'd32;             
            M_complement_two = ~reg_M + 1'b1;    
            product_Hi_out = 32'b0;              
            product_Lo_out = 32'b0;              
        end 
        else if (iteration_count != 6'd0) begin
            if (bit_Q0 == 1'b1 && reg_Q[0] == 1'b0) begin
                reg_A = reg_A + reg_M;
            end else if (bit_Q0 == 1'b0 && reg_Q[0] == 1'b1) begin
                reg_A = M_complement_two + reg_A;
            end
            {reg_A, reg_Q, bit_Q0} = {reg_A, reg_Q, bit_Q0} >>> 1'b1;
            if (reg_A[30] == 1'b1) begin
                reg_A[31] = 1'b1;
            end
            iteration_count = iteration_count - 1'b1;  
            if (iteration_count == 6'd0) begin
                product_Hi_out = reg_A;      
                product_Lo_out = reg_Q;      
            end
        end
    end
endmodule
==> flow/run.sh <==
#!/bin/bash
# OpenROAD 26Q1-2900-gdf79404cd8, Yosys 0.63+post, stock flow scripts
make -C /OpenROAD-flow-scripts/flow DESIGN_CONFIG=/design/flow/config.mk WORK_HOME=/design/flow/orfs finish
==> flow/config.mk <==
export PLATFORM = sky130hd
export DESIGN_NAME = Mult
export DESIGN_NICKNAME = Mult
export VERILOG_FILES = /design/flow/design.v
export SDC_FILE = /design/flow/constraint.sdc
export NUM_CORES = 4
export LEC_CHECK = 1
export CORE_UTILIZATION = 30
==> flow/constraint.sdc <==
current_design Mult

set clk_period 30.2
set clk_io_pct 0.2

create_clock -name clk0 -period $clk_period [get_ports {clk}]

set non_clock_inputs [all_inputs -no_clocks]
set_input_delay [expr $clk_period * $clk_io_pct] -clock clk0 $non_clock_inputs
set_output_delay [expr $clk_period * $clk_io_pct] -clock clk0 [all_outputs]
==> results.cfg <==
; flow metrics
[power_and_ir_drop]
peakVddDrop_uv = 39.3
pwr_density_cell_nw_per_um2 = 51.0
p_leak_uw = 0.00513

[die]
die_area_um2 = 40100
die_h_um = 200
initCoreUtil = 0.305
fp.coreArea_um2 = 38700
die_w_um = 200
rows = 72
io_pins = 131

[synthesis]
syn_inst = 1360
flop_cell = dfxtp_1
synth.most_common_cell = nand2_1
synth.area.top_cells = edfxtp_1 24%, dfxtp_1 17%, nand2_1 8.9%
yosys_area_um2 = 11800
synth-edff-count = 95
async_flop_share = 0
synth_seq_share = 0.413
syn_avg_cell_area_um2 = 8.68
synth_cell_types = 86
top_area_frac = 0.242
synth_area_um2 = 11800
ys_warn_count = 1
ys_ff = 196
top_area_cell = edfxtp_1
top_cells_by_count = 281 x nand2_1, 142 x a21oi_1, 101 x dfxtp_1
yosys-stat-cells = 1360

[clock_tree]
cts_buffers = 17
htree_levels = 4
cts_root_buf = clkbuf_16
holdBufCountCts = 0
cts_tree = yes
ctsResizeCount = 0
clk_latency_ns = 0.46
cts.sinks = 196
cts_setup_buffers = 0
clk_pin_slew_ns = 0.08
clockBufferDepth = 2

[critical_path]
arrival_ns = 8.43
critPathRequiredTime_ns = 30.40
critPathMaxFanout = 6
critPathCaptureType = flip-flop
cp-start-kind = input port
crit_type = input port to flip-flop

[sta]
fmax_ghz = 0.121
slew-limit-headroom = 0.447
period_minus_slack_ns = 8.23
worst_slew_pin_slew_ns = 0.827
setup_violations = 0
fin_skew_ns = 0.0133
maxSlewViolCount = 0
rsz0062_at_grt = false
hold_viol = 0
setup-tns-final_ns = 0
min_period_over_period = 0.273

[detailed_routing]
antennaDiodeCount = 0
drc = 0
ant_nets = 0
routed_via_density = 5.16
routed_wirelength_um = 34000
vias = 10200
wl_per_cell_um = 17.1
dr.pass1.iters = 5
drtIter0Drc = 821

[cells_and_area]
syn_to_final_growth_pct = 20.2
final-instance-count-excl-fill = 1985
drive_gt1_frac = 0.0613

[global_route]
grt_pass1_wl_um = 53300
met2_usage = 0.246
met1_usage = 0.283
use_met3 = 0.0427
top_usage_layer = met1
grt_pass1_vias = 9380
grt_remaining_overflow = 0
track_usage = 0.173
antenna_found_initial = 0
grt_max_degree = 68

[flow_run]
warnings = 27
drv_cap = 0

[placed_design]
dp.cells = 1953
dp.final_hpwl_um = 25500
gp_congestion = 0.917
portBuffers = 130

[status]
status = finished clean

[worst_hold_path]
min_path_type = flip-flop to flip-flop
sequential cells by signal, indices dropped and copies added (netlist names):
register	cells
iteration_count	6
M_complement_two	32
product_Hi_out	31
product_Lo_out	32
reg_M	31
reg_A	31
bit_Q0	1
reg_Q	32
power by group:
part | leakage, uW | total, uW | switching, uW | internal, uW
Combinational | 0.00302 | 171 | 104 | 67.0
Clock | 0.000302 | 241 | 120 | 121
Sequential | 0.00181 | 312 | 14.9 | 297
Total | 0.00513 | 724 | 239 | 485
cell usage in the layout (no fill, tap or decap), types with 29 or more instances in the layout:
cell,n
a21oi_1,142
clkdlybuf4s50_1,130
dfxtp_1,101
edfxtp_1,95
ha_1,65
nand2_1,281
nand3_1,47
nor2_1,82
nor3_1,32
o21ai_0,68
xnor2_1,42
xor2_1,29
per-stage QoR:
stage | hold WS (ns) | utilization | instance area, um^2 | worst slack (ns) | power [uW]
after floorplan | 0.419 | - | 11800 | 21.53 | 436
after global placement | 0.444 | 0.350 | 13600 | 21.47 | 486
final | 0.456 | 0.366 | 14200 | 21.97 | 724
after global routing | 0.482 | 0.366 | 14200 | 21.70 | 761
after CTS | 0.458 | 0.366 | 14200 | 21.94 | 729
after detailed placement | 0.447 | 0.350 | 13600 | 21.45 | 486
worst max-delay path, cell delays in order:
cell,delay [ns]
clkdlybuf4s50_1,0.49
nor4_2,0.57
nand4_1,0.37
nor4_4,0.44
nand2_1,0.17
nor3_1,0.26
xnor2_1,0.09
metal layers:
metal  part of all wire  routed length, um  vias up
li1                   -                  -     5149
met4             0.0090                306        0
met3              0.076               2590       17
met5                  0                  0        -
met1               0.50              17000     4766
met2               0.41              14100      314
logic make-up after synthesis:
logic type | count (synthesis) | share of synthesized area
muxes | 11 | 0.00943
buffers and inverters | 86 | 0.0330
and+or+nand+nor | 548 | 0.212
xor gates and xnor gates | 71 | 0.0527
adders and majority gates | 65 | 0.0689
DFF | 196 | 0.413
AOI/OAI and AO/OA | 383 | 0.211
final timing paths:
| kind | slack, ns | end | startpoint | cells after the start |
|---|---|---|---|---|
| setup reg to reg | 27.29 | product_Hi_out[26] | M_complement_two[1] | 9 |
| hold / removal | 0.46 | product_Lo_out[5] | product_Lo_out[5] | 2 |
| setup / recovery | 21.97 | M_complement_two[31] | operand_A_in[3] | 7 |
| hold reg to reg | 0.46 | product_Lo_out[5] | product_Lo_out[5] | 2 |
cell type report:
cell class              instances  area (um^2)
flip-flops and latches        196         4870
clock inverters                15          209
multi-input cells            1078         6560
fillers                      3891        24500
inverters                      18         72.6
clock buffers                  17          425
repair buffers                143         1400
well taps                     518          648
Power is estimated from default activity; no workload was simulated.
