## flow/config.mk

```make
export PLATFORM = sky130hd
export DESIGN_NAME = Div
export DESIGN_NICKNAME = Div
export VERILOG_FILES = /design/flow/design.v
export SDC_FILE = /design/flow/constraint.sdc
export NUM_CORES = 4
export LEC_CHECK = 1
export CORE_UTILIZATION = 40
```

## flow/constraint.sdc

```tcl
current_design Div

set clk_period 17.5
set clk_io_pct 0.2

create_clock -name clk0 -period $clk_period [get_ports {clk}]

set non_clock_inputs [all_inputs -no_clocks]
set_input_delay [expr $clk_period * $clk_io_pct] -clock clk0 $non_clock_inputs
set_output_delay [expr $clk_period * $clk_io_pct] -clock clk0 [all_outputs]
```

## flow/design.v

```verilog
module Div (
    input wire clk,                     
    input wire reset_total,            
    input wire reset_local,            
    input wire [31:0] dividend_in,     
    input wire [31:0] divisor_in,      
    output reg zero_division_flag,     
    output reg [31:0] remainder_out,   
    output reg [31:0] quotient_out     
);
    reg [31:0] reg_abs_divisor;        
    reg [31:0] reg_abs_dividend;       
    reg [31:0] reg_quotient_calc;      
    reg [31:0] reg_remainder_calc;     
    reg [5:0] current_bit_index;       
    always @ (posedge clk) begin
        if (reset_total == 1'b1 || reset_local == 1'b1) begin
            remainder_out = 32'b0;             
            quotient_out = 32'b0;              
            zero_division_flag = 1'b0;         
            current_bit_index = 6'd32;         
            reg_quotient_calc = 32'b0;         
            reg_remainder_calc = 32'b0;        
            if (divisor_in == 32'b0) begin
                zero_division_flag = 1'b1;     
            end else begin
                if (divisor_in[31] == 1'b1) begin  
                    reg_abs_divisor = ~divisor_in + 1'b1;  
                end else begin
                    reg_abs_divisor = divisor_in;          
                end
                if (dividend_in[31] == 1'b1) begin  
                    reg_abs_dividend = ~dividend_in + 1'b1;  
                end else begin
                    reg_abs_dividend = dividend_in;          
                end
            end
        end
        else if (current_bit_index != 6'd0 && !zero_division_flag) begin
            reg_remainder_calc = reg_remainder_calc << 1;
            reg_remainder_calc[0] = reg_abs_dividend[current_bit_index - 1];
            if (reg_remainder_calc >= reg_abs_divisor) begin
                reg_remainder_calc = reg_remainder_calc - reg_abs_divisor;
                reg_quotient_calc[current_bit_index - 1] = 1'b1;  
            end
            current_bit_index = current_bit_index - 1'b1;  
            if (current_bit_index == 6'd0) begin
                if (dividend_in[31] != divisor_in[31]) begin  
                    quotient_out = -(reg_quotient_calc + 1'b1);  
                end else begin
                    quotient_out = reg_quotient_calc;            
                end
                if (dividend_in[31] != divisor_in[31]) begin  
                    if (divisor_in[31] == 1'b1) begin  
                        remainder_out = -(reg_abs_divisor - reg_remainder_calc);  
                    end else begin
                        remainder_out = reg_abs_divisor - reg_remainder_calc;     
                    end
                end else begin  
                    if (divisor_in[31] == 1'b1) begin  
                        remainder_out = -reg_remainder_calc;  
                    end else begin
                        remainder_out = reg_remainder_calc;   
                    end
                end
            end
        end
    end
endmodule
```

## flow/run.sh

```bash
#!/bin/bash
# OpenROAD 26Q1-2900-gdf79404cd8, Yosys 0.63+post, stock flow scripts
make -C /OpenROAD-flow-scripts/flow DESIGN_CONFIG=/design/flow/config.mk WORK_HOME=/design/flow/orfs finish
```

==> metrics.cfg <==
[placed_design]
dpl.hpwl_microns=38000
gp_congestion=0.958
placed_area_sq_um=17200
port_buffers=131

[job]
max_cap_violations=0
tool_warnings=29

[cts]
cts_resized=0
hold_buffers=0
cts_tree=built
htree_levels=4
cts.sinks=198
cts_buffer_depth=2
clk_pin_slew_worst_paths_ns=0.09
clk_latency_ns=0.46
post_cts_buffers=0
cts_made_buffers=17
cts-root-buf=clkbuf_16

[routing]
drt_iter0_drc=1218
drt_drc_violations_left=0
vias_per_cell=5.79
insertedDiodeCount=0
antenna_left=0
num_vias=14400
wl_microns=48400
routedWlPerCell_microns=19.5
drt_first_pass_iters=5

[final_timing]
rsz0062_at_grt=false
setup_tns_ns=0
worst_slew_pin_slew_ns=0.831
final_hold_viol_count=0
fin_skew_ns=0.0174
setup_viol=0
slew_viol_final=0
finalCriticalPeriod_ns=9.42
final.period_utilization=0.538
max_freq_mhz=106
relSlewSlack=0.430

[synth]
yosysTopAreaCellShare=0.173
syn_area_sq_um=15400
numSynthFlops=198
avgSynthCellArea_sq_um=8.19
top_cells_by_area=dfxtp_1 (17%), edfxtp_1 (13%), xnor2_1 (9.0%), ha_1 (6.4%), nor2_1 (5.2%)
ys_chip_area_sq_um=15400
synth_top_flop_cell=dfxtp_1
async_flop_share=0
synthCells=1881
ys_cells=1881
ys_warn_count=1
top_area_cell=dfxtp_1
ys_seq_share=0.300
synth_cell_types=86
edf_count=65

[power_and_ir_drop]
p_leak_nw=6.42
seqPwrFrac=0.329
clockPowerShare=0.251
power.switching_mw=0.664
comb_power_share=0.421
internal-power_mw=0.955
sw_frac_of_total=0.410
power-per-cell-area_nw_per_um2=91.0
ir_drop_mv=0.0739

[layout]
fin_area_sq_um=17800
area_growth_pct=15.5
layout-drive-gt1-share=0.0538

[global_route]
grt-ovfl-total=0
grt_first_pass_wirelength_microns=75100
grt_util_all_layers=0.257
grt_max_degree=87
grt_pass1_vias=12900
antenna_found_initial=0

[setup_path]
crit_path_end_kind=flop
crit_arrival_ns=9.78
startpoint_type=flop
critPathKind=reg -> reg
critPathMaxStageDelay_ns=0.63
crit_required_ns=17.86
cp_max_fo=38
crit_path_top_delay_cell=or4_1
cp_common_cell=ha_1

[floorplan]
chipWidth_microns=198
core_area_sq_um=37800
rows=71
fp-utilization=0.408
fp.dieH_microns=198
chip_area_sq_um=39300
num_io_pins=132

[run_status]
outcome=finished clean

[min_path]
hold_class=reg -> reg

-- flip-flops by register name, indices dropped and copies added, names as in the netlist --
signal              count
zero_division_flag      1
reg_remainder_calc     31
reg_quotient_calc      32
quotient_out           32
reg_abs_divisor        32
reg_abs_dividend       32
remainder_out          32
current_bit_index       6
-- Yosys cell counts, drive strengths merged, types with 38 or more instances --
master	n
mux2i	38
nor3	47
xnor2	159
clkbuf	81
o21ai	108
edfxtp	65
nand2	146
a21oi	154
nand3	38
xor2	47
a211oi	83
dfxtp	133
ha	79
inv	66
nor2	214
-- cells by family after synthesis --
family | count (synthesis) | share of synthesized area
AOI/OAI and AO/OA | 543 | 0.230
xor gates and xnor gates | 206 | 0.117
adders and majority gates | 81 | 0.0668
buffers and inverters | 169 | 0.0418
DFF | 198 | 0.300
muxes | 52 | 0.0437
and+or+nand+nor | 632 | 0.201
-- layout by cell type, fill, tap and decap left out, types with 8 or more instances in the layout --
master,instances
a211oi_1,81
a21o_1,25
a21oi_1,154
a221oi_1,9
a31oi_1,17
and2_1,16
and3_1,19
buf_4,27
clkbuf_16,17
clkdlybuf4s50_1,129
dfxtp_1,133
edfxtp_1,65
ha_1,79
inv_1,66
mux2i_1,38
mux4_2,12
nand2_1,146
nand2b_1,14
nand3_1,37
nand4_1,25
nor2_1,211
nor3_1,47
nor4_1,23
o211ai_1,15
o21a_1,8
o21ai_0,107
o21bai_1,8
o31ai_1,32
o41ai_1,9
or3_1,27
or4_1,16
xnor2_1,159
xor2_1,47
-- worst max-delay path, delay by kind of cell, from the launching register on --
kind / cells / cell delay [ns]
AOI/OAI and AO/OA: 13 / 3.03
and+or+nand+nor: 6 / 2.26
adders and majority gates: 4 / 1.38
muxes: 2 / 0.84
xor gates and xnor gates: 2 / 0.69
buffers and inverters: 4 / 0.63
DFF: 1 / 0.44
-- cell type report --
cell class | instances | area [sq um]
sequential | 198 | 4610
timing repair buffer | 158 | 1500
clock inverter | 15 | 179
fill | 3685 | 20000
multi-input combinational | 1514 | 10200
clock buffer | 17 | 425
tap | 511 | 639
inverter | 67 | 253
-- layer usage --
layer,vias to the layer above,wire (microns),global-route usage,share of wire
li1,7099,-,-,-
met1,6720,23900,0.422,0.49
met2,502,19900,0.353,0.41
met3,48,3550,0.0545,0.073
met4,0,1070,0.0471,0.022
met5,-,0,0,0
-- path summary, 6_finish.rpt --
check / from / endpoint / slack [ns] / cells after the start
worst min register to register: remainder_out[8] / remainder_out[8] / 0.46 / 2
worst max-delay path: current_bit_index[1] / remainder_out[26] / 8.08 / 31
worst min-delay path: remainder_out[8] / remainder_out[8] / 0.46 / 2
worst max register to register: current_bit_index[1] / remainder_out[26] / 8.08 / 31
-- through the flow --
step           power, mW  utilization  instances  hold WS [ns]  worst slack, ns
2_1_floorplan       1.02            -       1881         0.396             8.35
3_3_place_gp        1.21        0.455       2448         0.436             8.41
3_5_place_dp        1.21        0.455       2448         0.448             8.15
4_1_cts             1.62        0.471       2480         0.462             8.11
5_1_grt             1.72        0.471       2480         0.478             7.40
6_report            1.62        0.471       2480         0.459             8.08
-- power by group through the flow --
stage	registers [mW]	logic, mW	clock network, mW
after CTS	0.530	0.671	0.419
after global routing	0.535	0.746	0.434
final	0.532	0.681	0.406
Power is estimated from default activity; no workload was simulated.
