**flow/run.sh**
```bash
#!/bin/bash
# OpenROAD 26Q1-2900-gdf79404cd8, Yosys 0.63+post, stock flow scripts
make -C /OpenROAD-flow-scripts/flow DESIGN_CONFIG=/design/flow/config.mk WORK_HOME=/design/flow/orfs finish
```
**flow/config.mk**
```make
export PLATFORM = sky130hd
export DESIGN_NAME = Mux_MemToReg
export DESIGN_NICKNAME = Mux_MemToReg
export VERILOG_FILES = /design/flow/design.v
export SDC_FILE = /design/flow/constraint.sdc
export NUM_CORES = 4
export LEC_CHECK = 1
export CORE_AREA = 10 10 100 100
export DIE_AREA = 0 0 110 110
```
**flow/constraint.sdc**
```tcl
current_design Mux_MemToReg

set clk_period 4.7
set clk_io_pct 0.2

create_clock -name clk0 -period $clk_period

set non_clock_inputs [all_inputs -no_clocks]
set_input_delay [expr $clk_period * $clk_io_pct] -clock clk0 $non_clock_inputs
set_output_delay [expr $clk_period * $clk_io_pct] -clock clk0 [all_outputs]
```
**flow/design.v**
```verilog
module Mux_MemToReg (
    input wire [2:0] control_signal,
    input wire [31:0] alu_out_data, load_size_result, hi_register_data, lo_register_data, slt_result, shifted_value,
    output wire [31:0] output_data_to_register_destination
);
    assign output_data_to_register_destination = (control_signal == 3'b000) ? alu_out_data :
                              (control_signal == 3'b001) ? load_size_result :
                              (control_signal == 3'b010) ? hi_register_data :
                              (control_signal == 3'b011) ? lo_register_data :
                              (control_signal == 3'b100) ? slt_result :
                              (control_signal == 3'b101) ? 32'd227 :  
                              (control_signal == 3'b110) ? shifted_value :
                              32'bx;  
endmodule
```
==> flow_summary_export.csv <==
group,metric,value,unit
power,switching_share,28.36,%
flow_run,warning_count,32,
layout,logic_area,1573,um2
global_route,gr-total-overflow,0,
detailed_routing,first_pass_iters,4,
sta,setup-violations-final,0,
sta,finalWorstSetupSlack,859.4,ps
power,power_frac_comb,100.0,%
detailed_routing,drc,0,
power,power.internal,261.6,uW
sta,tightest_slew,591.1,ps
global_route,grt_pass1_vias,2908,
detailed_routing,num_vias,2672,
detailed_routing,routed_wl,10720,um
global_route,grt_max_degree,44,
detailed_routing,wl_met3,1433,um
sta,period_needed,3841,ps
logic_synthesis,yosys_cells,223,
floorplanning,num_io_pins,227,
logic_synthesis,yosys_area,1728,um2
layout,flop-count,0,
power,power_density,90.27,nW/um2
sta,fmax,260.4,MHz
detailed_routing,met1_length,4157,um
placement,io_buffers,227,
global_route,antenna_found_initial,0,
logic_synthesis,ys_seq_share,0,%
layout,filler_cell_count,770,
sta,finalCritPeriodShare,81.72,%
power,power.share.clock,0,%
sta,relSlewSlack,60.59,%
setup_path,crit_path_max_fanout,43,
power,total_leakage_power,1.491,nW
sta,slew_viol_final,0,
detailed_routing,top_layer,"met4",
cts,cts-resized-gates,0,
cts,cts_setup_buffers,0,
sta,hold_violations,0,
logic_synthesis,yosysTopAreaCell,"mux4_2",
placement,dp_hpwl,9140,um
logic_synthesis,post-synth-top-count-cell,"a22oi_1",
layout,regArea,0,um2
global_route,track_usage,16.54,%
global_route,grt_pass1_wl,15770,um
floorplanning,dieWidth,110,um
detailed_routing,met2_length,5090,um
logic_synthesis,syn_area,1728,um2
floorplanning,initCoreUtil,22.13,%
power,p_sw,103.6,uW
power,seqPwrFrac,0,%
setup_path,arrival,2900,ps
sta,setup_tns,0,ps
detailed_routing,insertedDiodeCount,0,
floorplanning,die-area,12100,um2
outcome,status,"finished clean",
detailed_routing,ant_nets,0,
placement,preCtsSetupSlack,803.5,ps
logic_synthesis,ys_types,25,
setup_path,crit_path_end_kind,"output pin",
logic_synthesis,netlist_instances,223,
cts,cts.hold.buffers_added,0,
logic_synthesis,yosys-top-cells-count,"a22oi_1 (30), a21oi_1 (29), a32oi_1 (16), mux4_2 (16), o21ai_0 (15)",
hold_path,worstHoldPathType,"in -> out",
layout,drive_gt1_share,10.67,%
detailed_routing,vias_per_cell,5.013,
floorplanning,core,7807,um2
logic_synthesis,syn_avg_cell_area,7.748,um2
flow_run,drv_cap,0,
setup_path,critPathKind,"in -> out",
logic_synthesis,top_area_share,20.85,%
setup_path,crit_required,3760,ps
detailed_routing,wire_per_inst,20.11,um
placement,gp_congestion,0.9436,
setup_path,start_kind,"primary input",
detailed_routing,drt_iter0_markers,116,
layout,clock_buffers,0,
logic_synthesis,area_leaders,"mux4_2 (21%), a22oi_1 (13%), a21oi_1 (8.4%)",
layout,syn_to_final_growth,134.1,%
floorplanning,num_rows,32,
floorplanning,fp.dieH,110,um
power,peakVddDrop,41.59,uV
sta,rsz0062_at_grt,"false",
logic_synthesis,synth_warnings,0,
==> critical path, cell delays in order <==
cell,delay (ps)
buf_2,470
buf_12,310
mux2i_1,100
or2_2,270
a32oi_1,260
clkdlybuf4s50_1,520
==> placed cells by master (no fill, tap or decap) <==
master,count
clkdlybuf4s50_1,224
a22oi_1,30
a21oi_1,29
mux4_2,16
a32oi_1,16
o21ai_0,15
nor2_1,14
mux2i_1,13
or2_2,13
and2_1,13
and3b_1,13
buf_4,9
nor2b_1,4
o21a_1,3
a31oi_1,3
mux2_2,3
o221ai_1,3
buf_2,3
nand3_1,2
a311o_1,2
nor2_2,1
nor3_1,1
buf_12,1
==> metrics by stage <==
stage / hold slack (ps) / cell area (um2) / power, mW / util (%) / cells
2_1_floorplan: 1949 / 1728 / 0.1228 / - / 223
3_3_place_gp: 2791 / 4045 / 0.3666 / 51.81 / 533
3_5_place_dp: 2783 / 4045 / 0.3677 / 51.81 / 533
4_1_cts: 2786 / 4045 / 0.3698 / 51.81 / 533
5_1_grt: 2829 / 4045 / 0.3966 / 51.81 / 533
6_report: 2774 / 4045 / 0.3651 / 51.81 / 533
==> logic make-up after synthesis <==
kind of cell | Yosys count | share of synthesized area, %
simple gates | 61 | 21.72
compound gates | 101 | 38.96
buf+inv | 29 | 8.978
mux | 32 | 30.34
==> path summary, 6_finish.rpt <==
check,from,end,depth (start not counted)
max,control_signal[0],output_data_to_register_destination[22],6
min,control_signal[2],output_data_to_register_destination[4],4
==> power groups by stage <==
stage                 registers [mW]  clock network (mW)  logic (mW)
after CTS                          0                   0       0.370
final                              0                   0       0.365
after global routing               0                   0       0.397
==> area by class of cell <==
cell class,instances,share of cell area (%)
timing repair buffer,237,57.96
multi-input combinational,194,38.88
tap,102,3.155
==> routing by layer <==
metal  global-route usage, %  vias up
met3                   6.639        2
met2                   28.49      160
li1                        -     1315
met1                   20.06     1195
met5                       0        -
met4                  0.5576        0
No activity file was given, so power comes from the tool's default toggle rates.
